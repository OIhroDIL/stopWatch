<file path="flow/config.mk">
export PLATFORM = sky130hd
export DESIGN_NAME = stop_watch
export DESIGN_NICKNAME = stop_watch
export VERILOG_FILES = /design/flow/design.v
export SDC_FILE = /design/flow/constraint.sdc
export NUM_CORES = 4
export LEC_CHECK = 1
export CORE_UTILIZATION = 50
</file>
<file path="flow/constraint.sdc">
current_design stop_watch

set clk_period 5.2
set clk_io_pct 0.2

create_clock -name clk0 -period $clk_period [get_ports {clk}]

set non_clock_inputs [all_inputs -no_clocks]
set_input_delay [expr $clk_period * $clk_io_pct] -clock clk0 $non_clock_inputs
set_output_delay [expr $clk_period * $clk_io_pct] -clock clk0 [all_outputs]
</file>
<file path="flow/design.v">
module counters
(
input   rst,clk,
input   cnt_en,cnt_clr,
output  reg [6:0] 	hcnt,tcnt,		 
output  reg [5:0] 	mcnt,scnt		 
);
reg  [15:0] cnt;
reg  hp0,hp1;	 
reg  mp0,mp1;	 
reg  sp0,sp1;	 
reg  tp0,tp1;	 
always@(negedge rst, posedge clk)
if (rst == 0)
    begin
        tp0 <= 0;
        tp1 <= 0;
        cnt <= 0;
   	end
else if (cnt_en == 1)  		
    begin
	   	tp1 <= tp0;
	   	if (cnt < 49999)		 
   	 		cnt <= cnt + 1;
    	else
    		begin
    			cnt <= 0;
    			tp0 <= ~tp0;	
    		end
  	end              
else if (cnt_en == 0)
    if (cnt_clr == 1)
    	begin
        	tp0 <= 0;
        	tp1 <= 0;
        	cnt <= 0;
   		end
always@(negedge rst, posedge clk)
if (rst == 0)
	begin
        sp0 <= 0;
        sp1 <= 0;
        tcnt <= 0;  
	end
else if (cnt_en == 1)
   	begin
   		sp1 <= sp0;
	   	if (tcnt < 49)
	   		sp0 <= 0;
	   	else
	   		sp0 <= 1;	
   		if (tp1 & ~tp0)	 
    		if (tcnt < 99)
	   			tcnt <= tcnt + 1;
	   		else
	   			tcnt <= 0;   
	end                
else if (cnt_en == 0)
    if (cnt_clr == 1)
    	begin
        	sp0 <= 0;
        	sp1 <= 0;
        	tcnt <= 0;
   		end
always@(negedge rst, posedge clk)
if (rst == 0)
	begin
        mp0 <= 0;
        mp1 <= 0;
        scnt <= 0;  
	end
else if (cnt_en == 1)	
    begin
    	mp1 <= mp0;       				
    	if (scnt < 29)
    		mp0 <= 0;
    	else
    		mp0 <= 1; 
    	if (sp1 & ~sp0)	 
   			if (scnt < 59)
   				scnt <= scnt + 1;
   			else
   				scnt <= 0;
  	end  
else if (cnt_en == 0)                    
    if (cnt_clr == 1)
    	begin
        	mp0 <= 0;
        	mp1 <= 0;
        	scnt <= 0;
   		end                
always@(negedge rst, posedge clk)
if (rst == 0)
	begin
        hp0 <= 0;
        hp1 <= 0;
        mcnt <= 0;  
	end
else if (cnt_en == 1)	
   	begin
   		hp1 <= hp0;    		
   		if (mcnt < 29)
   			hp0 <= 0;
   		else
   			hp0 <= 1; 
   		if (mp1 & ~mp0)	 
   			if (mcnt < 59)
   				mcnt <= mcnt + 1;
   			else
   				mcnt <= 0;
	end    
else if (cnt_en == 0)         
    if (cnt_clr == 1)
    	begin
        	hp0 <= 0;
        	hp1 <= 0;
        	mcnt <= 0;
   		end              
always@(negedge rst, posedge clk)
if (rst == 0)
	hcnt <= 0;  
else if (cnt_en == 1)
	begin
  		if (hp1 & ~hp0)	 
  		   if (hcnt < 99)
    			hcnt <= hcnt + 1;
    		else
    			hcnt <= 0;
    end
else if (cnt_en == 0)   
	if (cnt_clr == 1)
		hcnt <= 0;
endmodule
module hex2bcd
(
input   rst,clk,
input   pls1k,			 
input 	[6:0] 	hv,tv,
input  	[5:0] 	mv,sv,
output 	[31:0] 	bcd8d	 
);
reg	[6:0] thv,ttv;
reg	[5:0] tmv,tsv;
reg	[3:0] cnt;
reg	[3:0] hbcd_h, hbcd_l;
reg	[3:0] mbcd_h, mbcd_l;
reg	[3:0] sbcd_h, sbcd_l;
reg	[3:0] tbcd_h, tbcd_l;
reg  [7:0] hbcd,mbcd,sbcd,tbcd;
reg  tp0,tp1;	 
always@(negedge rst, posedge clk)
if (rst == 0)
    begin
        tp0 <= 0;
        tp1 <= 0;
        cnt <= 7;
   	end
else 
	begin
        tp0 <= pls1k;
        tp1 <= tp0;
        if (tp0 & ~tp1)	 
    		cnt <= 0;
    	else if (cnt < 7)
    		cnt <= cnt + 1;    
  	end                  
always@(negedge rst, posedge clk)
if (rst == 0)
	begin
		thv <= 0;
		hbcd_h <= 0;  hbcd_l <= 0;
	end
else if (cnt == 0)		
	thv <= hv;
else if (cnt == 1)
	if      (thv >= 90)	begin	hbcd_h <= 9;	thv <= thv - 90;	end
	else if (thv >= 80)	begin	hbcd_h <= 8;	thv <= thv - 80;	end
	else if (thv >= 70)	begin	hbcd_h <= 7;	thv <= thv - 70;	end
	else if (thv >= 60)	begin	hbcd_h <= 6;	thv <= thv - 60;	end
	else if (thv >= 50)	begin	hbcd_h <= 5;	thv <= thv - 50;	end
	else if (thv >= 40)	begin	hbcd_h <= 4;	thv <= thv - 40;	end
	else if (thv >= 30)	begin	hbcd_h <= 3;	thv <= thv - 30;	end
	else if (thv >= 20)	begin	hbcd_h <= 2;	thv <= thv - 20;	end
	else if (thv >= 10)	begin	hbcd_h <= 1;	thv <= thv - 10;	end
	else 				begin	hbcd_h <= 0;	thv <= thv - 00;	end
else if (cnt == 2)
	if      (thv < 10)			hbcd_l <= thv[3:0];	
always@(negedge rst, posedge clk)
if (rst == 0)
	begin
		tmv <= 0;
		mbcd_h <= 0;   mbcd_l <= 0;   
	end
else if (cnt == 0)		
	tmv <= mv;
else if (cnt == 1)
	if      (tmv >= 50)	begin	mbcd_h <= 5;	tmv <= tmv - 50;	end
	else if (tmv >= 40)	begin	mbcd_h <= 4;	tmv <= tmv - 40;	end
	else if (tmv >= 30)	begin	mbcd_h <= 3;	tmv <= tmv - 30;	end
	else if (tmv >= 20)	begin	mbcd_h <= 2;	tmv <= tmv - 20;	end
	else if (tmv >= 10)	begin	mbcd_h <= 1;	tmv <= tmv - 10;	end
	else 				begin	mbcd_h <= 0;	tmv <= tmv - 00;	end
else if (cnt == 2)
	if      (tmv < 10)			mbcd_l <= tmv[3:0];	
always@(negedge rst, posedge clk)
if (rst == 0)
	begin
		tsv <= 0;
		sbcd_h <= 0;  sbcd_l <= 0;  
	end
else if (cnt == 0)		
	tsv <= sv;
else if (cnt == 1)
	if      (tsv >= 50)	begin	sbcd_h <= 5;	tsv <= tsv - 50;	end
	else if (tsv >= 40)	begin	sbcd_h <= 4;	tsv <= tsv - 40;	end
	else if (tsv >= 30)	begin	sbcd_h <= 3;	tsv <= tsv - 30;	end
	else if (tsv >= 20)	begin	sbcd_h <= 2;	tsv <= tsv - 20;	end
	else if (tsv >= 10)	begin	sbcd_h <= 1;	tsv <= tsv - 10;	end
	else 				begin	sbcd_h <= 0;	tsv <= tsv - 00;	end
else if (cnt == 2)
	if      (tsv < 10)			sbcd_l <= tsv[3:0];	
always@(negedge rst, posedge clk)
if (rst == 0)
	begin
		ttv <= 0;
		tbcd_h <= 0;    tbcd_l <= 0;    
	end
else if (cnt == 0)		
    ttv <= tv;
else if (cnt == 1)
	if      (ttv >= 90)	begin	tbcd_h <= 9;	ttv <= ttv - 90;	end
	else if (ttv >= 80)	begin	tbcd_h <= 8;	ttv <= ttv - 80;	end
	else if (ttv >= 70)	begin	tbcd_h <= 7;	ttv <= ttv - 70;	end
	else if (ttv >= 60)	begin	tbcd_h <= 6;	ttv <= ttv - 60;	end
	else if (ttv >= 50)	begin	tbcd_h <= 5;	ttv <= ttv - 50;	end
	else if (ttv >= 40)	begin	tbcd_h <= 4;	ttv <= ttv - 40;	end
	else if (ttv >= 30)	begin	tbcd_h <= 3;	ttv <= ttv - 30;	end
	else if (ttv >= 20)	begin	tbcd_h <= 2;	ttv <= ttv - 20;	end
	else if (ttv >= 10)	begin	tbcd_h <= 1;	ttv <= ttv - 10;	end
	else 				begin	tbcd_h <= 0;	ttv <= ttv - 00;	end
else if (cnt == 2)
	if      (ttv < 10)			tbcd_l <= ttv[3:0];	
always@(negedge rst, posedge clk)
if (rst == 0)
	begin
		hbcd <= 0;  mbcd <= 0;  sbcd <= 0;  tbcd <= 0; 
	end 
else if (cnt == 3)		
    begin
    	hbcd <= {hbcd_h,hbcd_l};
    	mbcd <= {mbcd_h,mbcd_l};
    	sbcd <= {sbcd_h,sbcd_l};
    	tbcd <= {tbcd_h,tbcd_l};
    end
assign    bcd8d = {hbcd,mbcd,sbcd,tbcd};
endmodule
module key_ctl
(
input   rst,clk,
input   pls1k,		 
input   key0,		 
input   key1,		 
input	[3:0] enc,
output	reg buzz,
output 	reg cnt_en,cnt_clr
);
reg	[7:0] bzcnt;
reg p0,p1;
reg k0p0,k0p1;
reg	[4:0] k0cnt;
reg k1p0,k1p1;
reg	[4:0] k1cnt;
always@(negedge rst, posedge clk)
if (rst == 0)
    begin
        p0 <= 0;
        p1 <= 0;
   	end
else 
	begin
        p0 <= pls1k;
        p1 <= p0;
  	end                  
always@(negedge rst, posedge clk)
if (rst == 0)
    begin
        k0p0 <= 0;
        k0p1 <= 0;
        k0cnt <= 20;
        cnt_en <= 0;
   	end
else if (p0 & ~p1)			 
	begin
        k0p0 <= ~key0;
        k0p1 <= k0p0;
        if (k0p0 != k0p1)	 
    		k0cnt <= 0;
    	else if (k0cnt < 20)
    		k0cnt <= k0cnt + 1; 
    	if ((k0cnt == 19) & (k0p0 == 1))
    		cnt_en <= ~cnt_en;   
  	end                  
always@(negedge rst, posedge clk)
if (rst == 0)
    begin
        k1p0 <= 0;
        k1p1 <= 0;
        k1cnt <= 20;
        cnt_clr <= 0;
   	end
else if (p0 & ~p1)			 
	begin
        k1p0 <= ~key1;
        k1p1 <= k1p0;
        if (k1p0 != k1p1)	 
    		k1cnt <= 0;
    	else if (k1cnt < 20)
    		k1cnt <= k1cnt + 1; 
    	if (k1cnt == 19) 
    		cnt_clr <= k1p0;   
  	end                  
always@(negedge rst, posedge clk)
if (rst == 0)
    begin
        buzz <= 0;
        bzcnt <= 255;
   	end
else if (p0 & ~p1)			 
	begin
        if (((k1cnt == 19) & (k1p0 == 1)) | ((k0cnt == 19) & (k0p0 == 1)))
    		bzcnt <= 0;   
    	else if (bzcnt < 255)
    		bzcnt <= bzcnt + 1;
    	if (bzcnt < {enc,4'b0})
    		buzz <= 1;
    	else
    		buzz <= 0;
  	end                  
endmodule
module seg_ctl
(
input   rst,clk,
input   [3:0] enc, 
input   [31:0] bcd8d,
output  reg [7:0] seg_d,seg_com
);
reg  [17:0] tcnt;
reg  [2:0]  digit_sel;
wire [3:0]  d7h,d6h,d5h,d4h,d3h,d2h,d1h,d0h;
reg  [3:0]  sdh;
wire [6:0]  segd;
reg	dot;
always@(negedge rst, posedge clk)
if (rst == 0)
    begin
        tcnt <= 0;
        digit_sel <= 0;
   	end
 else
    begin
        tcnt <= tcnt + 1;
        case(~enc)
        4'h0 	: digit_sel <= tcnt[02:00]; 
        4'h1 	: digit_sel <= tcnt[03:01]; 
        4'h2 	: digit_sel <= tcnt[04:02]; 
        4'h3 	: digit_sel <= tcnt[05:03]; 
        4'h4 	: digit_sel <= tcnt[06:04]; 
        4'h5 	: digit_sel <= tcnt[07:05]; 
        4'h6 	: digit_sel <= tcnt[08:06]; 
        4'h7 	: digit_sel <= tcnt[09:07]; 
        4'h8 	: digit_sel <= tcnt[10:08]; 
        4'h9 	: digit_sel <= tcnt[11:09]; 
        4'ha 	: digit_sel <= tcnt[12:10]; 
        4'hb 	: digit_sel <= tcnt[13:11]; 
        4'hc 	: digit_sel <= tcnt[14:12]; 
        4'hd 	: digit_sel <= tcnt[15:13]; 
        4'he 	: digit_sel <= tcnt[16:14]; 
        default : digit_sel <= tcnt[17:15]; 
        endcase    
  	end                  
assign d7h = bcd8d[31:28];
assign d6h = bcd8d[27:24];
assign d5h = bcd8d[23:20];
assign d4h = bcd8d[19:16];
assign d3h = bcd8d[15:12];
assign d2h = bcd8d[11:08];
assign d1h = bcd8d[07:04];
assign d0h = bcd8d[03:00];
always@(negedge rst, posedge clk)
if (rst == 0)
	sdh <= 0;     
else 
  	case (digit_sel)
  	3'd0 	: sdh <= d0h;
  	3'd1 	: sdh <= d1h;
  	3'd2 	: sdh <= d2h;
  	3'd3 	: sdh <= d3h;
  	3'd4 	: sdh <= d4h;
  	3'd5 	: sdh <= d5h;
  	3'd6 	: sdh <= d6h;
  	default	: sdh <= d7h;
  	endcase
always@(negedge rst, posedge clk)
if (rst == 0)
	dot <= 0;     
else 
  	case (digit_sel)
  	3'd0 	: dot <= 0;
  	3'd1 	: dot <= 0;
  	3'd2 	: dot <= 1;
  	3'd3 	: dot <= 0;
  	3'd4 	: dot <= 1;
  	3'd5 	: dot <= 0;
  	3'd6 	: dot <= 1;
  	default	: dot <= 0;
  	endcase
assign segd = (sdh == 4'h0) ? (7'h3f) :
              (sdh == 4'h1) ? (7'h06) :
              (sdh == 4'h2) ? (7'h5b) :
              (sdh == 4'h3) ? (7'h4f) :
              (sdh == 4'h4) ? (7'h66) :
              (sdh == 4'h5) ? (7'h6d) :
              (sdh == 4'h6) ? (7'h7d) :
              (sdh == 4'h7) ? (7'h27) :
              (sdh == 4'h8) ? (7'h7f) :
              (sdh == 4'h9) ? (7'h6f) :
                              (7'h00) ;		 
always@(negedge rst, posedge clk)
if (rst == 0)
    begin
        seg_d <= 8'h00;
        seg_com <= 8'h00;
    end
else 
    begin
        seg_d <= {dot,segd};
        case (digit_sel)
        3'd0	: seg_com <= 8'h01;
        3'd1	: seg_com <= 8'h02;
        3'd2	: seg_com <= 8'h04;
        3'd3	: seg_com <= 8'h08;
        3'd4	: seg_com <= 8'h10;
        3'd5	: seg_com <= 8'h20;
        3'd6	: seg_com <= 8'h40;
        default	: seg_com <= 8'h80;
        endcase
    end
endmodule
module stop_watch
(
input   rst,clk,
input  	key0,		 
input   key1,		 
input	[3:0] enc,
output	buzz,
output 	[7:0] seg_d,seg_com
);
wire	[3:0] encs;
reg	[12:0] plcnt;
reg pls1k;
always@(negedge rst, posedge clk)
if (rst == 0)
    begin
        pls1k <= 0;
        plcnt <= 0;
   	end
else if (plcnt < 4999)
	plcnt <= plcnt + 1;
else
	begin
        pls1k <= ~pls1k;
        plcnt <= 0;
  	end                  
assign encs = 4'h2;
wire cnt_en, cnt_clr;
key_ctl ukey_ctl
	(
	.rst		(rst		),
	.clk		(clk		),
	.pls1k		(pls1k		),
	.key0		(key0		),
	.key1		(key1		),
	.enc		(encs		),
	.buzz		(buzz		),
	.cnt_en		(cnt_en		),
	.cnt_clr	(cnt_clr	)
	);
wire [6:0] hcnt, tcnt;	
wire [5:0] mcnt, scnt;
counters ucounters
	(
	.rst		(rst		),
	.clk		(clk		),
	.cnt_en		(cnt_en		),
	.cnt_clr	(cnt_clr	),
	.hcnt		(hcnt		),
	.tcnt		(tcnt		),
	.mcnt		(mcnt		),
	.scnt		(scnt		)
	);
wire [31:0] bcd8d;
hex2bcd uhex2bcd
	(
	.rst		(rst		),
	.clk		(clk		),
	.pls1k		(pls1k		),
	.hv			(hcnt		),
	.tv			(tcnt		),
	.mv			(mcnt		),
	.sv			(scnt		),
	.bcd8d		(bcd8d		)
	);
seg_ctl useg_ctl
	(
	.rst		(rst		),
	.clk		(clk		),
	.enc		(encs		),
	.bcd8d		(bcd8d		),
	.seg_d		(seg_d		),
	.seg_com	(seg_com	)
	);
endmodule
</file>
<file path="flow/run.sh">
#!/bin/bash
# OpenROAD 26Q1-2900-gdf79404cd8, Yosys 0.63+post, stock flow scripts
make -C /OpenROAD-flow-scripts/flow DESIGN_CONFIG=/design/flow/config.mk WORK_HOME=/design/flow/orfs finish
</file>
==> results_tabular.tex <==
% Table of physical implementation metrics
\begin{tabular}{lr}
\hline
Metric & Value \\
\hline
\multicolumn{2}{l}{\textbf{Clocking}} \\
Cts-stage hold buffer count & 0 \\
Master cell of the clock root buffer & sky130\_fd\_sc\_hd\_\_clkbuf\_16 \\
Largest buffer count on any clock path & 3 \\
CTS-repair resized insts & 0 \\
CTS buffer count & 25 \\
Clock H-tree levels & 1 \\
Clock transition at path regs & 0.06 ns \\
Clock tree from TritonCTS & built \\
Insertion delay at the late pin of the worst-skew pair & 0.53 ns \\
Clk sinks & 221 \\
Number of buffers inserted by post-CTS setup repair & 0 \\
\multicolumn{2}{l}{\textbf{Critical path}} \\
Critical Path End Type & register \\
Required time of the critical path & 5.65 ns \\
Kind of launch point of the worst setup path & register \\
Worst R2R Start & uhex2bcd.thv[5]\$\_DFFE\_PN0P\_ \\
Critical path start-end classification & reg -> reg \\
CP top delay family & AND-OR/OR-AND gates \\
CP max stage delay & 0.91 ns \\
WP buf/inv & 1 \\
Slowest stage cell, crit path & sky130\_fd\_sc\_hd\_\_dfrtp\_1 \\
Worst-path fanout max & 23 \\
Worst endpoint data arrival time & 3.97 ns \\
Minimum setup slack among reg-to-reg paths & 1.68 ns \\
RR Endpoint & uhex2bcd.thv[2]\$\_DFFE\_PN0P\_ \\
Crit-path cells & inv\_1 > ha\_1 > nand2\_1 > o311ai\_0 > o21ai\_0 > o221ai\_1 > a311oi\_1 > mux2\_2 \\
Number of cells on the worst reg-to-reg path & 8 \\
\multicolumn{2}{l}{\textbf{Global route}} \\
Remaining Overflow, GRT & 0 \\
Via count of the first global-routing pass & 10,100 \\
Global routing usage summed across all routing layers & 0.246 \\
Pin count of the biggest net entering global routing & 104 \\
Antenna violations before repair & 0 \\
First-pass GRT wire length & 51,900 um \\
\multicolumn{2}{l}{\textbf{Final timing}} \\
Highest achievable clock rate & 0.284 GHz \\
Setup repair after global routing missed its margin & no \\
Post-Route Skew & 0.0296 ns \\
Period utilisation layout & 0.677 \\
Setup TNS & 0 ns \\
Final Max Slew Viols & 0 \\
Number of endpoints with negative hold slack in the final report & 0 \\
Final setup vio count & 0 \\
Headroom to the max-slew limit & 0.396 \\
Least-Margin Pin Slew & 0.896 ns \\
Minimum hold slack & 0.347 ns \\
Min Clock Period, post-route & 3.52 ns \\
\multicolumn{2}{l}{\textbf{Logic synthesis}} \\
Main flop type & sky130\_fd\_sc\_hd\_\_dfrtp\_1 \\
Post-synth ARST share & 1.00 \\
Yosys Instances & 1,428 \\
Number of distinct library cells after synthesis & 85 \\
Count of library flops with an enable pin & 0 \\
Synth Warn \# & 5 \\
Average cell area after synthesis & 9.36 um\^{}2 \\
\#FFs+latches synth & 221 \\
Gate count after technology mapping & 1,428 \\
Register area share after synthesis & 0.415 \\
Post-synth area from yosys stat & 0.0134 mm\^{}2 \\
Mapped cell area & 0.0134 mm\^{}2 \\
\multicolumn{2}{l}{\textbf{Worst hold path}} \\
WHS Endpoint & useg\_ctl.seg\_d[7]\$\_DFF\_PN0\_ \\
Worst hold path depth & 0 \\
Class of the most critical hold timing path & reg -> reg \\
Min-delay src & useg\_ctl.dot\$\_DFF\_PN0\_ \\
\multicolumn{2}{l}{\textbf{Pwr}} \\
Power Dens Cells & 240 mW/mm\^{}2 \\
Combinational share of power & 0.011 \\
Static power due to leakage & 6.59 nW \\
Psw & 0.719 mW \\
P\_int & 2.82 mW \\
Net switching share of the total power & 0.203 \\
Max IR drop VDD & 239 uV \\
Fraction of power consumed by sequential logic & 0.486 \\
Clock power frac & 0.503 \\
\multicolumn{2}{l}{\textbf{Placed design}} \\
Placed Instance Area & 0.0139 mm\^{}2 \\
HPWL after detailed placement & 21,000 um \\
Count of buffers inserted at the top-level ports & 20 \\
Gpl congestion & 0.958 \\
\multicolumn{2}{l}{\textbf{Layout}} \\
Area growth from synthesis to layout & 10.5\% \\
Highest-count logic cell in the final layout & sky130\_fd\_sc\_hd\_\_dfrtp\_1 \\
Combined flip-flop and latch cell area & 0.00555 mm\^{}2 \\
Commonest non-fill, non-tap cells in the layout & sky130\_fd\_sc\_hd\_\_dfrtp\_1 (206), sky130\_fd\_sc\_hd\_\_nand2\_1 (150), sky130\_fd\_sc\_hd\_\_nor2\_1 (108) \\
Design area & 0.0148 mm\^{}2 \\
FILL cells & 2,287 \\
Comb. cell area & 0.00739 mm\^{}2 \\
Fraction of final layout cells with drive strength greater than 1 & 0.101 \\
\multicolumn{2}{l}{\textbf{Route}} \\
Via-per-instance ratio & 5.96 \\
Number of DRC violations after detailed routing & 0 \\
Number of vias after detailed routing & 10,600 \\
Mean routed wirelength per cell & 17.2 um \\
Post-detailed-route count of antenna-violating nets & 0 \\
Number of detailed-routing iterations run before antenna repair & 22 \\
Detailed router's first-iteration violation count & 757 \\
Wirelength, routed & 30,800 um \\
Antenna fix cells & 0 \\
\multicolumn{2}{l}{\textbf{Flow run}} \\
Max cap viols & 0 \\
Tool warnings & 84 \\
\multicolumn{2}{l}{\textbf{Die}} \\
FP Rows & 59 \\
I/O pin total & 25 \\
Die width & 166 um \\
Die Height & 166 um \\
Core Region & 0.0261 mm\^{}2 \\
DIE AREA & 0.0274 mm\^{}2 \\
Starting Density & 0.512 \\
\multicolumn{2}{l}{\textbf{Run status}} \\
Outcome & complete, no violations \\
\hline
\end{tabular}
-- worst register-to-register path, delay by kind of cell, from the launching register on --
family / cells / cell delay, ns
compound gates: 4 / 1.60
fa+ha+maj: 1 / 0.35
buf+inv: 1 / 0.34
flops: 1 / 0.91
mux: 1 / 0.19
simple gates: 1 / 0.07
-- flip-flops by register name, indices dropped and copies added, names as in the netlist, 5 cells and up --
signal and cells:
useg_ctl.seg_com 8, ukey_ctl.k1cnt 5, ucounters.hcnt 7, uhex2bcd.ttv 7, useg_ctl.seg_d 8, ucounters.mcnt 6, uhex2bcd.thv 7, plcnt 13
useg_ctl.tcnt 16, uhex2bcd.sbcd 7, ucounters.cnt 16, ucounters.scnt 6, ukey_ctl.bzcnt 8, uhex2bcd.mbcd 7, uhex2bcd.tsv 6, uhex2bcd.tmv 6
uhex2bcd.tbcd 8, ucounters.tcnt 7, ukey_ctl.k0cnt 5, uhex2bcd.hbcd 8
-- metrics by stage --
stage / worst slack [ns] / util / power (mW) / instances
3_3_place_gp: 1.87 / 0.532 / 1.79 / 1739
2_1_floorplan: 2.35 / - / 1.75 / 1428
4_1_cts: 1.79 / 0.565 / 3.61 / 1785
5_1_grt: 1.48 / 0.565 / 3.68 / 1785
3_5_place_dp: 1.83 / 0.532 / 1.79 / 1739
6_report: 1.68 / 0.565 / 3.54 / 1785
-- cell type report --
class | instances | share of cell area
Clock buffer | 37 | 0.0508
Clock inverter | 9 | 0.00729
Multi-Input combinational cell | 1091 | 0.500
Inverter | 55 | 0.0140
Timing Repair Buffer | 37 | 0.0234
Sequential cell | 221 | 0.376
Tap cell | 335 | 0.0284
-- worst max-delay path by stage --
stage | from | endpoint | slack, ns | depth (start not counted)
after CTS | uhex2bcd.thv[5]$_DFFE_PN0P_ | uhex2bcd.thv[2]$_DFFE_PN0P_ | 1.79 | 8
after global routing | uhex2bcd.thv[5]$_DFFE_PN0P_ | uhex2bcd.thv[6]$_DFFE_PN0P_ | 1.48 | 8
final | uhex2bcd.thv[5]$_DFFE_PN0P_ | uhex2bcd.thv[2]$_DFFE_PN0P_ | 1.68 | 8
-- Yosys cell counts (all sizes together), types with 16 or more instances --
master | instances | area (um^2)
dfrtp | 206 | 5150
nand2 | 150 | 563
nor2 | 108 | 405
o21ai | 99 | 495
ha | 78 | 976
a21oi | 77 | 385
clkbuf | 53 | 199
inv | 52 | 195
nand3 | 52 | 260
mux2 | 44 | 495
o31ai | 31 | 233
xnor2 | 30 | 263
xor2 | 26 | 228
and3 | 24 | 155
nor2b | 23 | 144
nand2b | 21 | 131
nor3 | 20 | 100
mux2i | 19 | 190
a211oi | 18 | 140
o22ai | 16 | 100
-- per-layer routing --
| layer | global-route usage | vias to the layer above | share of wire |
|---|---|---|---|
| li1 | - | 5249 | - |
| met1 | 0.413 | 5076 | 0.49 |
| met2 | 0.350 | 276 | 0.43 |
| met3 | 0.0308 | 44 | 0.051 |
| met4 | 0.0583 | 0 | 0.021 |
| met5 | 0 | - | 0 |
-- kinds of logic after synthesis --
| group | share of synthesized area |
|---|---|
| buffers and inverters | 0.0330 |
| and+or+nand+nor | 0.178 |
| adders and majority gates | 0.0730 |
| xor gates and xnor gates | 0.0367 |
| muxes | 0.0547 |
| DFF | 0.415 |
| AOI/OAI and AO/OA | 0.209 |
-- power groups by stage --
stage	Sequential, mW	Clock (mW)	Combinational, mW
CTS	1.72	1.85	0.0406
global route	1.72	1.91	0.0456
finish	1.72	1.78	0.0373
Power and IR drop assume default switching activity.
